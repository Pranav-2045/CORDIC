==> /design/flow/design.v <==
module cordic #(
    parameter DATA_WIDTH = 16,   
    parameter ITERATIONS = 16    
) (
    input                       clk,
    input                       rst_n,
    input                       valid_in,    
    input      signed [DATA_WIDTH-1:0] angle_in,    
    output reg signed [DATA_WIDTH-1:0] x_out,       
    output reg signed [DATA_WIDTH-1:0] y_out,       
    output reg                  valid_out    
);
    reg signed [DATA_WIDTH-1:0] angle_lut [0:ITERATIONS-1];
    initial begin
        angle_lut[0]  = 16'd8192;  
        angle_lut[1]  = 16'd4836;  
        angle_lut[2]  = 16'd2554;  
        angle_lut[3]  = 16'd1297;  
        angle_lut[4]  = 16'd652;   
        angle_lut[5]  = 16'd326;   
        angle_lut[6]  = 16'd163;   
        angle_lut[7]  = 16'd81;    
        angle_lut[8]  = 16'd41;    
        angle_lut[9]  = 16'd20;    
        angle_lut[10] = 16'd10;    
        angle_lut[11] = 16'd5;     
        angle_lut[12] = 16'd2;     
        angle_lut[13] = 16'd1;     
        angle_lut[14] = 16'd1;     
        angle_lut[15] = 16'd0;     
    end
    reg signed [DATA_WIDTH-1:0] x_pipe [0:ITERATIONS];
    reg signed [DATA_WIDTH-1:0] y_pipe [0:ITERATIONS];
    reg signed [DATA_WIDTH-1:0] z_pipe [0:ITERATIONS];
    reg valid_pipe [0:ITERATIONS];
    integer i;
    always @(posedge clk or negedge rst_n) begin
        if (!rst_n) begin
            for (i=0; i<=ITERATIONS; i=i+1) begin
                x_pipe[i] <= 0;
                y_pipe[i] <= 0;
                z_pipe[i] <= 0;
                valid_pipe[i] <= 0;
            end
            x_out <= 0;
            y_out <= 0;
            valid_out <= 0;
        end else begin
            valid_pipe[0] <= valid_in;
            if (valid_in) begin
                x_pipe[0] <= 16'd9950;   
                y_pipe[0] <= 16'd0;      
                z_pipe[0] <= angle_in;   
            end else begin
            end
            for (i=0; i<ITERATIONS; i=i+1) begin
                valid_pipe[i+1] <= valid_pipe[i];  
                if (valid_pipe[i]) begin
                    if (z_pipe[i][DATA_WIDTH-1]) begin  
                        x_pipe[i+1] <= x_pipe[i] + (y_pipe[i] >>> i);
                        y_pipe[i+1] <= y_pipe[i] - (x_pipe[i] >>> i);
                        z_pipe[i+1] <= z_pipe[i] + angle_lut[i];
                    end else begin  
                        x_pipe[i+1] <= x_pipe[i] - (y_pipe[i] >>> i);
                        y_pipe[i+1] <= y_pipe[i] + (x_pipe[i] >>> i);
                        z_pipe[i+1] <= z_pipe[i] - angle_lut[i];
                    end
                end
            end
            x_out <= x_pipe[ITERATIONS];  
            y_out <= y_pipe[ITERATIONS];  
            valid_out <= valid_pipe[ITERATIONS];
        end
    end
endmodule
==> /design/flow/run.sh <==
#!/bin/bash
# OpenROAD 26Q1-2900-gdf79404cd8, Yosys 0.63+post, stock flow scripts
make -C /OpenROAD-flow-scripts/flow DESIGN_CONFIG=/design/flow/config.mk WORK_HOME=/design/flow/orfs finish
==> /design/flow/config.mk <==
export PLATFORM = sky130hd
export DESIGN_NAME = cordic
export DESIGN_NICKNAME = cordic
export VERILOG_FILES = /design/flow/design.v
export SDC_FILE = /design/flow/constraint.sdc
export NUM_CORES = 4
export LEC_CHECK = 1
export CORE_UTILIZATION = 50
==> /design/flow/constraint.sdc <==
current_design cordic

set clk_period 9.0
set clk_io_pct 0.2

create_clock -name clk0 -period $clk_period [get_ports {clk}]

set non_clock_inputs [all_inputs -no_clocks]
set_input_delay [expr $clk_period * $clk_io_pct] -clock clk0 $non_clock_inputs
set_output_delay [expr $clk_period * $clk_io_pct] -clock clk0 [all_outputs]
==> results.txt <==
CTS Buf Count = 93
Clk sinks = 774
GR Util All Layers = 23.7%
EDFF count, synth = 0
DR vias = 44,865
CP Data Arrival Time = 4410 ps
Final Wtd Congestion = 0.915
Top FF cell, synth = dfrtp_1
Reg clk slew, reported paths = 60 ps
Detailed Place HPWL = 104 mm
Die ar. = 121,000 um2
Final setup viols = 0
Synth area leader = dfrtp_1
Worst setup EP type = flop
Status = finished, final reports clean
Initial antenna violation count = 0
Crit-path max FO = 21
CORE AREA = 118,000 um2
Antenna diode count = 0
Final Cycle Share = 43.4%
Detailed-router iteration count before antenna repair = 5
Vias in the first global route = 43,072
Tmin final = 3910 ps
Post-synth seq share = 32.4%
Crit path launch = z_pipe[13][15]$_DFFE_PN0P_
Final cell count without fillers = 7,990
DRC = 0
Share of cells above drive strength 1 = 11.1%
Critical Path Source Type = flop
CTS Buffer Depth = 3
Comb area = 38,700 um2
Ports = 52
Worst slew margin = 44.3%
CTS tree = built
Syn. warnings = 5
Die Ht = 348 um
Worst Path Required = 9500 ps
Final Worst Setup Slack = 5090 ps
Final Hold Fails = 0
Max-area cell share = 32.4%
Min-delay worst type = flop to flop
Slew Viols, Final = 0
Post-CTS Setup Bufs = 0
Grt ovf = 0
Distinct cells, synth = 83
Cell with the most instances after synthesis = dfrtp_1
Fin Setup TNS = 0 ps
Top cells by count = dfrtp_1, ha_1, a21oi_1, xnor2_1, mux2_2
Root Driver = clkbuf_16
Post-cts resize count = 0
Pre-CTS setup slack = 4910 ps
Antenna-violating nets left = 0
YS chip area = 59,800 um2
Vias per inst = 5.62
MaxCap Viol Count = 0
WL final = 137 mm
CP Class = flop to flop
Latency at later pin = 690 ps
1st-iter DRT viols = 2,434
# rows = 126
Flop area = 19,400 um2
Port bufs = 51
Global-route wire length before repair = 228 mm
Flop2flop setup slack = 5090 ps
Die Wd = 348 um
Hold path startpoint = valid_pipe[16]$_DFF_PN0_
FF-to-FF Start = z_pipe[13][15]$_DFFE_PN0P_
Placed Cells = 7,820
Hold Buf Count CTS = 0
H-tree Lvls = 3
Routed WL per cell = 17.1 um
Skew final = 36.4 ps
Core Util at FP = 50.5%
Total tool warning count = 68
Netlist Area Pre-Place = 59,800 um2
Least-Margin Pin Slew = 824 ps
Gate Count Post-Synth = 6,293
Biggest area cells = dfrtp_1, ha_1, mux2_2, xnor2_1, a21oi_1
FILL cells = 10,416
RSZ-0062 raised after global routing = no
Area Growth Syn to Fin = 9.20%
Synth async-reset ratio = 100%
Flops after synth = 774
Syn avg cell area = 9.51 um2
Pin count of the biggest net entering global routing = 120
Yosys cell count = 6,293
F_max = 256 MHz
per-stage QoR:
step / utilization (%) / hold slack, ps / cell area (um2)
finish: 55.2 / 365 / 65300
floorplan: - / 331 / 59800
global placement: 52.4 / 340 / 62100
CTS: 55.2 / 366 / 65300
detailed placement: 52.4 / 340 / 62100
global route: 55.2 / 382 / 65300
sequential cells by signal, indices dropped and copies added, names as in the netlist:
name        flops
y_pipe        243
z_pipe        241
x_pipe        240
valid_pipe     17
x_out          16
y_out          16
valid_out       1
per-layer routing:
metal  up-vias  track usage [%]  wire [um]
met5         -                0          0
met4         0             5.32       3500
met3       188             3.04       4970
met2       602             36.4      61000
met1     21217             37.0      67100
li1      22858                -          -
cell type report:
type,instances,area share [%]
Tap cell,1600,3.06
Multi-Input combinational cell,5048,59.2
Sequential cell,774,29.7
Clock buffer,131,4.14
Clock inverter,39,0.810
Inverter,299,1.72
Timing Repair Buffer,99,1.38
placed cells by master, fill, tap and decap left out, types with 79 or more instances in the layout:
cell       count
mux2i_1       79
nor2_1       433
clkbuf_16     95
nand2_1      351
mux2_2       454
inv_1        288
nor3_1       105
ha_1         703
xor2_1       193
nand3_1       90
o21ai_0      382
dfrtp_1      761
xnor2_1      469
a21oi_1      596
a21o_1       227
kinds of logic (layout without fill, tap and decap cells):
kind of cell	after synthesis	after routing	share of synthesized area, %
AND-OR/OR-AND	1774	1774	18.5
XOR/XNOR	663	663	9.73
adder cells (fa/ha/maj)	747	747	16.2
buffers and inverters	471	568	2.96
AND/OR/NAND/NOR	1330	1330	10.4
flip-flops	774	774	32.4
multiplexers	534	534	9.89
worst paths after layout:
path                                                   end  depth (start not counted)
worst min register to register         valid_out$_DFF_PN0_                          0
worst max-delay path            y_pipe[14][14]$_DFFE_PN0P_                         11
max in group asynchronous        z_pipe[3][15]$_DFFE_PN0P_                          4
worst min-delay path                   valid_out$_DFF_PN0_                          0
worst max register to register  y_pipe[14][14]$_DFFE_PN0P_                         11
min in group asynchronous        z_pipe[14][8]$_DFFE_PN0P_                          1
worst max-delay path, cell delays in order, from the launching register on:
cell      delay, ps
dfrtp_1         580
inv_1           470
a21boi_0        730
ha_1            420
a21o_1          200
a21oi_1         120
o21ai_0         150
a31oi_1         370
o311ai_1        200
o31ai_1         270
xor2_1          170
a21oi_1          80
